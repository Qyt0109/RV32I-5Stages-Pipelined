## design/flow/config.mk

```make
export PLATFORM = sky130hd
export DESIGN_NAME = regs
export DESIGN_NICKNAME = regs
export VERILOG_FILES = /design/flow/design.v
export SDC_FILE = /design/flow/constraint.sdc
export NUM_CORES = 4
export LEC_CHECK = 1
export CORE_UTILIZATION = 30
```

## design/flow/run.sh

```bash
#!/bin/bash
# OpenROAD 26Q1-2900-gdf79404cd8, Yosys 0.63+post, stock flow scripts
make -C /OpenROAD-flow-scripts/flow DESIGN_CONFIG=/design/flow/config.mk WORK_HOME=/design/flow/orfs finish
```

## design/flow/design.v

```verilog
module regs (
    input clk,   
    input rst,   
    input       rs_rd_en,   
    input [4:0] rs1,        
    input [4:0] rs2,        
    input [ 4:0] rd,           
    input [31:0] rd_wr_data,   
    input        rd_wr_en,     
    output [31:0] rs1_rd_data,   
    output [31:0] rs2_rd_data    
);
  reg [31:0] x[1:31];   
  reg [4:0] r_rs1;   
  reg [4:0] r_rs2;   
  always @(posedge clk, posedge rst) begin : sync_read_process
    if (rst) begin
      r_rs1 <= 0;
      r_rs2 <= 0;
    end else begin
      if (rs_rd_en) begin
        r_rs1 <= rs1;   
        r_rs2 <= rs2;   
      end
    end
  end
  assign rs1_rd_data = (r_rs1 == 0) ? 0 : x[r_rs1];   
  assign rs2_rd_data = (r_rs2 == 0) ? 0 : x[r_rs2];   
  wire need_write = rd_wr_en && (rd != 0);
  integer i;
  always @(posedge clk, posedge rst) begin : sync_write_process
    if (rst) begin : reset_x
      for (i = 1; i < 32; i = i + 1) begin
        x[i] <= 0;
      end
    end else begin
      if (need_write) x[rd] <= rd_wr_data;
    end
  end
endmodule
```

## design/flow/constraint.sdc

```tcl
current_design regs

set clk_period 6.0
set clk_io_pct 0.2

create_clock -name clk0 -period $clk_period [get_ports {clk}]

set non_clock_inputs [all_inputs -no_clocks]
set_input_delay [expr $clk_period * $clk_io_pct] -clock clk0 $non_clock_inputs
set_output_delay [expr $clk_period * $clk_io_pct] -clock clk0 [all_outputs]
```

==> ci_impl_report.md <==
### Flow metrics

| Metric | Value |
|---|---|
| Status | finished clean |
| Pleak | 0.02500 µW |
| Register area share after synthesis | 0.5049 |
| Port Buf Inserts | around 110 |
| Max Fclk | roughly 170 MHz |
| WL per Instance | 39.20 µm |
| Global route hottest layer | met2 |
| Worst-path clk slew | ~0.070 ns |
| GRT met3 Usage | 0.1954 |
| Tool warnings | 39 |
| Crit path capture type | output pin |
| Max_cap viols | 0 |
| Crit-path cells | buf_4, or2_1, nor2_4, buf_12, a22oi_1, nand2_1, nor4_1, a21oi_1, clkdlybuf4s50_1 |
| Setup violations, final | 0 |
| CTS tree | done |
| Cell Rows | about 150 |
| Global-route wire length before repair | 353.9 mm |
| Rel. slew slack | 0.3059 |
| Residual DRC | 0 |
| Maximum vdd drop | 221.8 µV |
| Max-slew violation count | 0 |
| Net Sw Frac | 0.3039 |
| Die width | roughly 410 µm |
| Die height | ~410 µm |
| Worst R2R Setup Slack | around 4.1 ns |
| Yosys reg bits | around 1000 |
| Worst hold margin | between 0.5 and 0.6 ns |
| Synth-to-Final Area Change | 17.69% |
| EDFF count, synth | 0 |
| Crit-path slowest cell | or2_1 |
| Sequential power share | 0.480 |
| Post-synth ARST share | 1.000 |
| Global route total overflow | 0 |
| Root buf cell | clkbuf_16 |
| Synth Cell Area | 0.04966 mm² |
| Io pins | ~120 |
| Final GP Congestion | slightly above 1 |
| Placed cell count | 6358 |
| Share of post-route cells with drive strength above 1 | 0.3497 |
| Required @ worst endpoint | about 4.8 ns |
| Vias per Instance | roughly 6.6 |
| Fin crit share | 0.9938 |
| Core Box Area | about 0.16 mm² |
| Worst hold path class | reg2reg |
| Mean Syn Cell Area | approximately 12 µm² |
| GRT Util Overall | 0.3137 |
| Critical path type | reg2out |
| Max incr delay on CP | a little over 0.8 ns |
| Final non-filler cell total | 6569 |
| Worst path bufs/invs | 3 |
| Initial Util | 0.3037 |
| Cell Type Count | around 60 |
| Clock power frac | 0.358 |
| 1st-iter DRT viols | approximately 5400 |
| Top delay family on crit path | simple AND/OR/NAND/NOR gates |
| Final WL | around 260 mm |
| Vias | approximately 43000 |
| Sink Count | 1002 |
| RSZ-0062 raised after global routing | no |
| Vias in the first global route | ~43000 |
| Post-place setup slack | about 0.95 ns |
| DP Wirelength | roughly 160 mm |
| Clock latency on the worst-skew pair | between 0.7 and 0.8 ns |
| Antenna violations before repair | 6 |
| Cell area power density | approximately 340 mW/mm² |
| Cell Area, Placed | 0.05467 mm² |
| Worst-margin pin slew | ~1 ns |
| Met1 Use GR | 0.3967 |
| Number of warnings issued by yosys | 2 |
| Worst Clk Skew | 0 ns |
| Antenna viol nets, final | 0 |
| Top FF cell, synth | dfrtp_1 |
| Switching power | 5995 µW |
| Yosys cell count | ~4200 |
| Combinational Power Share | 0.162 |
| Met2 Usage GRT | 0.4201 |
| Largest net degree at the start of global routing | around 120 |
| Die area | between 0.15 and 0.2 mm² |
| Internal Power | 13730 µW |
| H-tree depth | 3 |
| DR pass1 iterations | 10 |
| Critical Path AT | between 4 and 5 ns |
| Cts hold-fix bufs | 0 |
| YS chip area | ~0.05 mm² |
| CP max FO | 13 |
| Final Cell Area | between 0.05 and 0.06 mm² |
| Clock Tree Buf Depth | 3 |
| Period minus WS final | ~6 ns |
| Final worst slack | ~0.037 ns |
| Final Hold Viols | 0 |
| CP Launch Type | flip-flop |
| Synthesized instance count | between 4000 and 5000 |
| Cts bufs inserted | ~110 |
==> power groups by stage <==
stage / registers (µW) / clock network, µW / logic (µW)
4_1_cts: 9390 / 7090 / 3140
5_1_grt: 9570 / 7350 / 3390
6_report: 9460 / 7070 / 3200
==> registers in the layout, summed over array words and instances (netlist names) <==
signal	count
x	992
r_rs1	5
r_rs2	5
==> cell type report <==
cell class / count / area, µm²
Fill cell: 15750 / 105100
Timing Repair Buffer: 382 / 3528
Antenna cell: 7 / 17.52
Sequential cell: 1002 / 25080
Clock buffer: 162 / 3242
Tap cell: 2175 / 2721
Multi-Input combinational cell: 2799 / 23380
Inverter: 5 / 22.52
Clock inverter: 37 / 449.2
==> through the flow <==
stage                     total power (µW)  utilization  setup TNS, ns
after floorplan                      10860            -       -9024.22
after global placement               12570       0.3344              0
after detailed placement             12610       0.3344              0
after CTS                            19620       0.3569              0
after global routing                 20300       0.3573              0
final                                19730       0.3574              0
==> logic make-up (layout without fill, tap and decap cells) <==
logic type,Yosys count,in the layout,synth area share
buf+inv,424,586,0.03714
compound gates,1112,1112,0.1611
mux,1016,1016,0.2300
flops,1002,1002,0.5049
other cells,0,7,0
simple gates,671,671,0.06682
==> synth_stat cells, types with 5 or more instances <==
cell | instances | area, µm²
dfrtp_1 | 1002 | 25070
mux2_2 | 992 | 11170
a22oi_1 | 810 | 6081
nand2_1 | 232 | 870.8
clkbuf_1 | 203 | 762.0
a21oi_1 | 179 | 895.9
buf_2 | 171 | 855.8
nor2_1 | 115 | 431.7
nand4_1 | 91 | 569.3
nand3_1 | 66 | 330.3
nor3_1 | 55 | 275.3
a222oi_1 | 38 | 380.4
buf_1 | 35 | 131.4
nor4_1 | 31 | 193.9
a221oi_1 | 17 | 148.9
o21ai_0 | 17 | 85.08
mux2i_1 | 16 | 160.2
nand2b_1 | 16 | 100.1
buf_4 | 8 | 60.06
mux2_1 | 8 | 90.09
nand3b_1 | 8 | 60.06
nor2_2 | 8 | 50.05
a2111oi_0 | 7 | 61.31
a31oi_1 | 7 | 43.79
and3_1 | 7 | 43.79
o211ai_1 | 7 | 52.55
a22o_1 | 6 | 52.55
a41oi_1 | 5 | 43.79
inv_1 | 5 | 18.77
nor4_2 | 5 | 62.56
==> what timing repair did <==
action / CTS / global route
buffers inserted: 0 / 5
resized: 0 / 0
endpoints found under the setup margin: 0 / 1
==> per-layer routing <==
metal / part of all wire / up-vias / wire, µm
met4: 0.069 / 12 / 17810
met1: 0.36 / 21920 / 93640
met5: 0.00044 / - / 114
met2: 0.40 / 3689 / 102900
li1: - / 16380 / -
met3: 0.17 / 1182 / 43000
==> cell usage in the layout, fill, tap and decap left out, types with 65 or more instances in the layout <==
master and n:
dfrtp_1 998, mux2_2 992, a22oi_1 810, buf_4 238, nand2_1 223, a21oi_1 179
clkdlybuf4s50_1 114, clkbuf_16 113, nand4_1 91, nor2_1 65
==> worst register-to-register path, stage by stage (launching register included) <==
cell and delay (ns):
dfrtp_4 0.65, buf_4 0.51, inv_1 0.35, o21ai_0 0.26
==> worst paths after layout <==
check | start | end | depth (start not counted)
max | r_rs1[1] | rs1_rd_data[18] | 9
min | x[19][23] | x[19][23] | 1
max reg2reg | r_rs1[0] | r_rs1[0] | 3
min reg2reg | x[19][23] | x[19][23] | 1
max in group asynchronous | rst | x[2][28] | 4
min in group asynchronous | rst | x[7][18] | 2
Power is estimated from default activity; no workload was simulated.
